<file path="config.mk">
export PLATFORM = sky130hd
export DESIGN_NAME = disp_hex_mux
export DESIGN_NICKNAME = disp_hex_mux
export VERILOG_FILES = /design/flow/design.v
export SDC_FILE = /design/flow/constraint.sdc
export NUM_CORES = 4
export LEC_CHECK = 1
export CORE_UTILIZATION = 30
</file>
<file path="constraint.sdc">
current_design disp_hex_mux

set clk_period 3.8
set clk_io_pct 0.2

create_clock -name clk0 -period $clk_period [get_ports {CLK_12_MHZ}]

set non_clock_inputs [all_inputs -no_clocks]
set_input_delay [expr $clk_period * $clk_io_pct] -clock clk0 $non_clock_inputs
set_output_delay [expr $clk_period * $clk_io_pct] -clock clk0 [all_outputs]
</file>
<file path="design.v">
module SEVEN_SEGMENT	
	(		
		output reg [7:0] sseg,
		input wire [3:0] hex,
		input wire dp		
	);
always @* begin
	case(hex)	
		4'h0: sseg[6:0] = 7'b1000000;
		4'h1: sseg[6:0] = 7'b1111001;				
		4'h2: sseg[6:0] = 7'b0100100;
		4'h3: sseg[6:0] = 7'b0110000;
		4'h4: sseg[6:0] = 7'b0011001;
		4'h5: sseg[6:0] = 7'b0010010;
		4'h6: sseg[6:0] = 7'b0000010;
		4'h7: sseg[6:0] = 7'b1111000;
		4'h8: sseg[6:0] = 7'b0000000;
		4'h9: sseg[6:0] = 7'b0010000;
		4'ha: sseg[6:0] = 7'b0001000;
		4'hb: sseg[6:0] = 7'b0000011;
		4'hc: sseg[6:0] = 7'b1000110;
		4'hd: sseg[6:0] = 7'b0100001;
		4'he: sseg[6:0] = 7'b0000110;
		default: sseg[6:0] = 7'b0111000;
	endcase  
	sseg[7] = dp;
end
endmodule
`timescale 1ns / 1ps
module SPI_slave(clk, sck, mosi, miso, ssel, byteReceived, receivedData, dataNeeded, dataToSend);
  input wire clk;
  input wire sck;
  input wire mosi;
  output wire miso;
  input wire ssel;
  output reg byteReceived = 1'b0;
  output reg[7:0] receivedData = 8'b00000000;
  output wire dataNeeded;
  input wire[7:0] dataToSend;
  reg[1:0] sckr;
  reg[1:0] mosir;
  reg[2:0] bitcnt;  
  reg[7:0] dataToSendBuffer;
  wire ssel_active = ~ssel;
  always @(posedge clk) begin
    if(~ssel_active)
      sckr <= 2'b00;
    else
      sckr <= { sckr[0], sck };
  end
  wire sck_risingEdge = (sckr == 2'b01);
  wire sck_fallingEdge = (sckr == 2'b10);
  always @(posedge clk) begin
    if(~ssel_active)
      mosir <= 2'b00;
    else
      mosir <= { mosir[0], mosi };
  end
  wire mosi_data = mosir[1];
  always @(posedge clk) begin
    if(~ssel_active) begin
      bitcnt <= 3'b000;
      receivedData <= 8'h00;
    end
    else if(sck_risingEdge) begin
      bitcnt <= bitcnt + 3'b001;
      receivedData <= { receivedData[6:0], mosi_data };
    end
  end
  always @(posedge clk)
    byteReceived <= ssel_active && sck_risingEdge && (bitcnt == 3'b111);
  always @(posedge clk) begin
    if(~ssel_active)
      dataToSendBuffer <= 8'h00;
    else if(bitcnt == 3'b000)
      dataToSendBuffer <= dataToSend;
    else if(sck_fallingEdge)
      dataToSendBuffer <= { dataToSendBuffer[6:0], 1'b0};
  end
  assign dataNeeded = ssel_active && (bitcnt == 3'b000);
  assign miso = dataToSendBuffer[7];
endmodule
module disp_hex_mux
	(
		input wire CLK_12_MHZ,				
		output reg [5:0] an,  
		output reg [7:0] sseg,  
		input wire sck, mosi, ssel,		
		output wire miso,
		output reg [4:0] leds,
	);
localparam SEGMENTS = 6;
localparam DVSR = 12000/(SEGMENTS);
reg [22:0] ms_reg;
wire [22:0] ms_next;
wire ms_tick;
wire d0_en;
wire [3:0] d0_next;
wire d0_tick;
reg [3:0] d0_reg;
always @(posedge CLK_12_MHZ) begin
	ms_reg <= ms_next;
	d0_reg <= d0_next;
end
assign ms_next = (ms_reg == DVSR) ? 4'b0 : ms_reg +1;
assign ms_tick = (ms_reg == DVSR) ? 1'b1 : 1'b0;
assign d0_en = ms_tick;
assign d0_next = (d0_en && d0_reg == (SEGMENTS-1)) ? 4'b0 : (d0_en)? d0_reg+1: d0_reg;
reg [3:0] hex_in;
reg dp;
wire [3:0] hex5;
wire [3:0] hex4;
wire [3:0] hex3;
wire [3:0] hex2;
wire [3:0] hex1;
wire [3:0] hex0;
always @* begin
	case (d0_next)
		3'b000:
		begin
			an = 6'b111110;
			hex_in = hex0;
			dp = dp_in[0];
		end
		3'b001:
		begin
			an = 6'b111101;
			hex_in = hex1;
			dp = dp_in[1];
		end
		3'b010:
		begin
			an = 6'b111011;
			hex_in = hex2;
			dp = dp_in[2];
		end
		3'b011:
		begin
			an = 6'b110111;
			hex_in = hex3;
			dp = dp_in[3];
		end
		3'b100:
		begin
			an = 6'b101111;
			hex_in = hex4;
			dp = dp_in[4];
		end
		3'b101:
		begin
			an = 6'b011111;
			hex_in = hex5;
			dp = dp_in[5];
		end
	endcase
end
SEVEN_SEGMENT seven_segment(.sseg(sseg), .hex(hex_in), .dp(dp));
wire byteReceived;
wire[7:0] receivedData;
wire dataNeeded;
reg[7:0] dataToSend;
SPI_slave spi_slave(CLK_12_MHZ, sck, mosi, miso, ssel, byteReceived, receivedData, dataNeeded, dataToSend);
parameter SPI_CMD_NONE = 3'h00;
parameter SEGMENT_0 = 3'h01;
parameter SEGMENT_1 = 3'h02;
parameter SEGMENT_2 = 3'h03;
parameter SEGMENT_3 = 3'h04;
parameter SEGMENT_4 = 3'h05;
parameter SEGMENT_5 = 3'h06;
reg [2:0] spi_cmd = SPI_CMD_NONE;
reg [2:0] spi_bytes_count = 0;
always @(posedge CLK_12_MHZ) begin
	if(byteReceived) begin		
  	if(spi_bytes_count==0) begin  
			spi_bytes_count <= spi_bytes_count+1;	
      spi_cmd <= receivedData[2:0];      
	  end else begin  
	    case(spi_cmd)
	      SEGMENT_0: begin
	        hex0 <= receivedData[3:0];	     
	      end      
	      SEGMENT_1: begin    
	        hex1 <= receivedData[3:0];
	      end      
	      SEGMENT_2: begin    
	        hex2 <= receivedData[3:0];
	      end      
	      SEGMENT_3: begin    
	        hex3 <= receivedData[3:0];
	      end      
	      SEGMENT_4: begin    
	        hex4 <= receivedData[3:0];
	      end      
	      SEGMENT_5: begin
	        hex5 <= receivedData[3:0];
	      end                                
	      default: begin          
	      end
	    endcase	  
	    spi_bytes_count<=0;
	    spi_cmd <= SPI_CMD_NONE;		
		end
	end
end
endmodule
</file>
<file path="run.sh">
#!/bin/bash
# OpenROAD 26Q1-2900-gdf79404cd8, Yosys 0.63+post, stock flow scripts
make -C /OpenROAD-flow-scripts/flow DESIGN_CONFIG=/design/flow/config.mk WORK_HOME=/design/flow/orfs finish
</file>
==> notes.md <==
run results: initial DRC count roughly 150, chip area ~12000 um2, status completed, MaxCap Viol Count 0, Worst Setup Start Kind flip-flop, share of cells above drive strength 1 under 10%, Tot Pwr around 1.7 mW, maximum vdd drop between 0.2 and 0.25 mV, worst relative slew slack 38.2%, most numerous cell in the Yosys netlist dfxtp_1, Root Buffer Master clkbuf_16, CP Max Fanout 10, input/output buffers 16, register area ~1800 um2, LEAKAGE approximately 1.7 nW, H-tree Lvls 3, Num CTS Buffers 9, Worst-path clk slew roughly 0.050 ns, period utilization 53.2%, # IOs 24, top_reg_cell synth dfxtp_1, worst-margin pin slew 0.914 ns, GRT Util Overall between 10% and 20%, Slew Viols, Final 0, pre-CTS WS about 1.8 ns, synthesis-to-layout area growth 17.0%, vias between 2k and 2.5k, average wire per standard cell between 10 and 15 um, CP bufs+invs 0, Placer Congestion ~0.83, Setup crit end kind flip-flop, Tool Warnings 33, yosys cell count approximately 330, antenna-violating nets left 0, Core Rows 39, Insertion Delay late pin ~0.33 ns, first-pass GRT wire length between 10 and 15 mm, number of global-route vias before repair between 2k and 2.5k, Die Span X around 110 um, crit path kind flip-flop to flip-flop, Critical-path top delay cell or4b_1, # diodes 0, YS warnings 29, Hold WS 0.436 ns, Fmax achieved 494 MHz, Final Cell Area 4190 um2, required time of the worst setup path 4.00 ns, CP Cell Sequence nor4_2 -> or4b_1 -> nor2_1 -> nor2_1, ys async rst share 0%, #FFs+latches synth a little under 80, Post-Syn Area around 3600 um2, GRT overflow 0, Fin. Hold Viols 0, Gate Count Post-Synth roughly 330, count of unclocked register or latch pins 10, final setup margin ~1.8 ns, Die Height 111 um, post-cts sizing count 0, largest net degree at the start of global routing 14, RSZ-0062 raised after global routing false, final setup violation count 0, CP max stage delay 0.66 ns, top cells, area edfxtp_1 25%, dfxtp_1 22%, ha_1 4.9%, count of different cell masters after synthesis ~60, cts hold-fix bufs 0, initial antenna violation count 0, Post-Route Skew roughly 0.0041 ns, vias per cell between 4 and 5, fill count roughly 1.1k, CTS tree yes, crit path DAT around 2.2 ns, Post-DP Area 3850 um2, max reg flops 23, Remaining DRCs 0, Core ar. 11500 um2, fp util 31.1%, Post-CTS Setup Bufs 0, syn avg cell area around 11 um2, setup_tns 0 ns, most numerous cell on the critical path nor2_1, EDFF count, synth 30, drt total wl between 5 and 6 mm, crit-path leading delay family simple AND/OR/NAND/NOR gates, Commonest cells post-synth 39 x dfxtp_1, 30 x edfxtp_1, 27 x nand2_1, 27 x nor2_1, 17 x inv_1, Yosys chip area 3580 um2, clock tree buffer depth 2, clock period minus worst slack 2.02 ns, Yosys top cell by area edfxtp_1, Comb gate area ~1600 um2, top area contributor share 25.2%, HP Class flip-flop to flip-flop, detailed-router iteration count before antenna repair 22, Power Dens Cells around 410 nW/um2, dpl hpwl 4.28 mm, r2r setup slk between 1.5 and 2 ns, endpoints left unconstrained 23
cells by family (layout without fill, tap and decap cells):
| family | count (synthesis) | count (layout) | share of synthesized area (%) |
|---|---|---|---|
| simple gates | 125 | 125 | 19.8 |
| flops | 69 | 69 | 47.0 |
| compound gates | 48 | 48 | 10.4 |
| buf+inv | 33 | 50 | 4.44 |
| xor+xnor | 21 | 21 | 5.14 |
| fa+ha+maj | 14 | 14 | 4.90 |
| mux | 12 | 12 | 4.09 |
| latches | 10 | 10 | 4.20 |
| other cells | 1 | 7 | 0.105 |
power by group:
part           total [mW]  internal [mW]  switching [mW]
clock network       0.914          0.615           0.300
registers           0.774          0.772         0.00198
logic              0.0125        0.00686         0.00566
total                1.70           1.39           0.307
cell usage in the layout (no fill, tap or decap), types with 4 or more instances in the layout:
cell             synthesis  layout
dlxtn_1                 10      10
mux2i_1                  9       9
clkbuf_16                0      10
a21boi_0                 6       6
xnor2_1                 10      10
nand2_1                 27      27
and3_1                  10      10
nand3_1                  5       5
nor2_1                  27      27
nor2b_1                  8       8
dfxtp_1                 39      39
xor2_1                  11      11
nand2b_1                 4       4
conb_1                   1       7
ha_1                    14      14
nand4_1                  7       7
edfxtp_1                30      30
and2_1                  10      10
clkdlybuf4s50_1          0      16
o21ai_0                 12      12
o21ai_1                  4       4
inv_1                   17      17
through the flow:
step | instances | util (%)
2_1_floorplan | 339 | -
4_1_cts | 499 | 36.4
5_1_grt | 499 | 36.4
3_3_place_gp | 483 | 33.5
6_report | 499 | 36.4
3_5_place_dp | 483 | 33.5
worst register-to-register path, stage by stage, from the launching register on:
cell and delay (ns):
dfxtp_1 0.36, nor4_2 0.31, or4b_1 0.66, nor2_1 0.47
nor2_1 0.10
final timing paths:
kind / start / endpoint / cells past startpoint
worst max register to register: ms_reg[2]$_SDFF_PN0_ / ms_reg[7]$_SDFF_PN0_ / 4
worst min-delay path: spi_slave.mosir[0]$_SDFF_PP0_ / spi_slave.mosir[1]$_SDFF_PP0_ / 1
worst max-delay path: ms_reg[2]$_SDFF_PN0_ / ms_reg[7]$_SDFF_PN0_ / 4
worst min register to register: spi_slave.mosir[0]$_SDFF_PP0_ / spi_slave.mosir[1]$_SDFF_PP0_ / 1
routing by layer:
| layer | GRT usage, % | share of wire [%] | vias up |
|---|---|---|---|
| li1 | - | - | 1210 |
| met1 | 15.7 | 49 | 1071 |
| met2 | 15.5 | 43 | 44 |
| met3 | 3.40 | 4.9 | 15 |
| met4 | 2.88 | 2.9 | 0 |
| met5 | 0 | 0 | - |
cell type report:
cell class / instances / share of cell area [%]
flip-flops and latches: 79 / 43.7
multi-input cells: 227 / 38.5
clock buffers: 11 / 6.07
well taps: 143 / 4.27
repair buffers: 17 / 4.00
clock inverters: 5 / 1.94
inverters: 17 / 1.52
Power and IR drop assume default switching activity.
